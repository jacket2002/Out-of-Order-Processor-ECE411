## flow/run.sh

```bash
#!/bin/bash
# OpenROAD 26Q1-2900-gdf79404cd8, Yosys 0.63+post, stock flow scripts
make -C /OpenROAD-flow-scripts/flow DESIGN_CONFIG=/design/flow/config.mk WORK_HOME=/design/flow/orfs finish
```

## flow/config.mk

```make
export PLATFORM = sky130hd
export DESIGN_NAME = valid_array_hist
export DESIGN_NICKNAME = valid_array_hist
export VERILOG_FILES = /design/flow/design.v
export SDC_FILE = /design/flow/constraint.sdc
export NUM_CORES = 4
export LEC_CHECK = 1
export CORE_UTILIZATION = 30
```

## flow/constraint.sdc

```tcl
current_design valid_array_hist

set clk_period 2.2
set clk_io_pct 0.2

create_clock -name clk0 -period $clk_period [get_ports {clk0}]

set non_clock_inputs [all_inputs -no_clocks]
set_input_delay [expr $clk_period * $clk_io_pct] -clock clk0 $non_clock_inputs
set_output_delay [expr $clk_period * $clk_io_pct] -clock clk0 [all_outputs]
```

## flow/design.v

```verilog
interface mem_itf_w_mask #(
    parameter               CHANNELS = 1,
    parameter               DWIDTH = 32,
    parameter               MWIDTH = DWIDTH / 8
)(
    input   bit             clk,
    input   bit             rst
);
    logic   [31:0]          addr    [CHANNELS];
    logic   [MWIDTH-1:0]    rmask   [CHANNELS];
    logic   [MWIDTH-1:0]    wmask   [CHANNELS];
    logic   [DWIDTH-1:0]    rdata   [CHANNELS];
    logic   [DWIDTH-1:0]    wdata   [CHANNELS];
    logic                   resp    [CHANNELS];
    bit                     error = 1'b0;
    modport dut (
        input               clk,
        input               rst,
        output              addr,
        output              rmask,
        output              wmask,
        input               rdata,
        output              wdata,
        input               resp
    );
    modport mem (
        input               clk,
        input               rst,
        input               addr,
        input               rmask,
        input               wmask,
        output              rdata,
        input               wdata,
        output              resp,
        output              error
    );
    modport mon (
        input               clk,
        input               rst,
        input               addr,
        input               rmask,
        input               wmask,
        input               rdata,
        input               wdata,
        input               resp,
        output              error
    );
endinterface
interface mem_itf_wo_mask #(
    parameter               CHANNELS = 1,
    parameter               DWIDTH = 32
)(
    input   bit             clk,
    input   bit             rst
);
    logic   [31:0]          addr    [CHANNELS];
    logic                   read    [CHANNELS];
    logic                   write   [CHANNELS];
    logic   [DWIDTH-1:0]    rdata   [CHANNELS];
    logic   [DWIDTH-1:0]    wdata   [CHANNELS];
    logic                   resp    [CHANNELS];
    bit                     error = 1'b0;
    modport dut (
        input               clk,
        input               rst,
        output              addr,
        output              read,
        output              write,
        input               rdata,
        output              wdata,
        input               resp
    );
    modport mem (
        input               clk,
        input               rst,
        input               addr,
        input               read,
        input               write,
        output              rdata,
        input               wdata,
        output              resp,
        output              error
    );
    modport mon (
        input               clk,
        input               rst,
        input               addr,
        input               read,
        input               write,
        input               rdata,
        input               wdata,
        input               resp,
        output              error
    );
endinterface
interface mem_itf_banked(
    input   bit             clk,
    input   bit             rst
);
    logic   [31:0]          addr;
    logic                   read;
    logic                   write;
    logic   [63:0]          wdata;
    logic                   ready;
    logic   [31:0]          raddr;
    logic   [63:0]          rdata;
    logic                   rvalid;
    bit                     error = 1'b0;
    modport dut (
        input               clk,
        input               rst,
        output              addr,
        output              read,
        output              write,
        output              wdata,
        input               ready,
        input               raddr,
        input               rdata,
        input               rvalid
    );
    modport mem (
        input               clk,
        input               rst,
        input               addr,
        input               read,
        input               write,
        input               wdata,
        output              ready,
        output              rdata,
        output              raddr,
        output              rvalid,
        output              error
    );
    modport mon (
        input               clk,
        input               rst,
        input               addr,
        input               read,
        input               write,
        input               wdata,
        input               ready,
        input               rdata,
        input               raddr,
        input               rvalid,
        input               error
    );
endinterface
interface mon_itf#(
            parameter       CHANNELS = 1
)(
    input   bit             clk,
    input   bit             rst
);
            logic           valid     [CHANNELS];
            logic   [63:0]  order     [CHANNELS];
            logic   [31:0]  inst      [CHANNELS];
            logic           halt      [CHANNELS];
            logic   [4:0]   rs1_addr  [CHANNELS];
            logic   [4:0]   rs2_addr  [CHANNELS];
            logic   [31:0]  rs1_rdata [CHANNELS];
            logic   [31:0]  rs2_rdata [CHANNELS];
            logic   [4:0]   rd_addr   [CHANNELS];
            logic   [31:0]  rd_wdata  [CHANNELS];
            logic   [4:0]   frd_addr  [CHANNELS];
            logic   [31:0]  frd_wdata [CHANNELS];
            logic   [31:0]  pc_rdata  [CHANNELS];
            logic   [31:0]  pc_wdata  [CHANNELS];
            logic   [31:0]  mem_addr  [CHANNELS];
            logic   [3:0]   mem_rmask [CHANNELS];
            logic   [3:0]   mem_wmask [CHANNELS];
            logic   [31:0]  mem_rdata [CHANNELS];
            logic   [31:0]  mem_wdata [CHANNELS];
            bit             error = 1'b0;
endinterface
module valid_array_hist #(
            parameter               S_INDEX     = 4,
            parameter               WIDTH       = 1
)(
    input   logic                   clk0,
    input   logic                   rst0,
    input   logic                   csb0,
    input   logic                   web0,
    input   logic   [S_INDEX-1:0]   addr0,
    input   logic   [WIDTH-1:0]     din0,
    output  logic   [WIDTH-1:0]     dout0,
    input   logic                   csb1,
    input   logic                   web1,
    input   logic   [S_INDEX-1:0]   addr1,
    input   logic   [WIDTH-1:0]     din1,
    output  logic   [WIDTH-1:0]     dout1
);
            localparam              NUM_SETS    = 2**S_INDEX;
            logic                   web0_reg;
            logic   [S_INDEX-1:0]   addr0_reg;
            logic   [WIDTH-1:0]     din0_reg;
            logic                   web1_reg;
            logic   [S_INDEX-1:0]   addr1_reg;
            logic   [WIDTH-1:0]     din1_reg;
            logic   [WIDTH-1:0]     internal_array [NUM_SETS];
    always_ff @(posedge clk0) begin
        if (rst0) begin
            web0_reg  <= 1'b1;
            addr0_reg <= 'x;
            din0_reg  <= 'x;
        end else begin
            if (!csb0) begin
                web0_reg  <= web0;
                addr0_reg <= addr0;
                din0_reg  <= din0;
            end
        end
    end
    always_ff @(posedge clk0) begin
        if (rst0) begin
            for (int i = 0; i < NUM_SETS; i++) begin
                internal_array[i] <= '0;
            end
        end else begin
            if (!web0_reg) begin
                internal_array[addr0_reg] <= din0_reg;
            end
            if (!web1_reg) begin
                internal_array[addr1_reg] <= din1_reg;
            end
        end
    end
    always_comb begin
        dout0 = internal_array[addr0_reg];
    end
    always_ff @(posedge clk0) begin
        if (rst0) begin
            web1_reg  <= 1'b1;
            addr1_reg <= 'x;
            din1_reg  <= 'x;
        end else begin
            if (!csb1) begin
                web1_reg  <= web1;
                addr1_reg <= addr1;
                din1_reg  <= din1;
            end
        end
    end
    always_comb begin
        dout1 = internal_array[addr1_reg];
    end
endmodule : valid_array_hist
```

==> metrics.csv <==
metric,value,unit
cts_hold_buf,0,
path_class,input pin to flop,
arrival,2150,ps
ys_async_sr_fraction,0,%
max_freq,473.3,MHz
startpoint,rst0,
leakage,0.8600,nW
insertion_delay,280,ps
synth.most_common_cell,nor2_1,
postCtsSetupBuffers,0,
maxCapViolCount,0,
crit_cells,4,
htreeDepth,2,
wirelength,4.363,mm
vias,1406,
firstDrtPassIters,7,
ys_warn_count,1,
synth-edff-count,26,
warnings,25,
cpMaxStageDelayCell,or4_1,
yosys-top-cells-count,"28 x nor2_1, 26 x edfxtp_1, 21 x mux2_2, 12 x o221ai_1, 10 x dfxtp_1",
numClockSinks,36,
cp-start-kind,input pin,
num_rows,29,
ys_cells,166,
rsz0062_at_grt,no,
grt_start_max_net_pins,17,
synth_flop_count,36,
dieArea,7209,µm²
top_area_cell,edfxtp_1,
cts.clk_slew.worst_paths,70,ps
path_delay_family,simple AND/OR/NAND/NOR gates,
synth_seq_share,47.57,%
status,"complete, no violations",
layout_setup_ws,87.33,ps
grt_util_all_layers,13.72,%
peakVddDrop,0.3108,mV
initial_core_util,31.75,%
drt_iter0_markers,53,
port_buffers,17,
reg2reg_depth,3,
die_x,84.91,µm
area.growth.synth_to_final,18.08,%
p_total,1.536,mW
yosys-stat-area,2062,µm²
finalSetupViolCount,0,
syn-cell-area,2062,µm²
dpl_worst_slack,-199.1,ps
slew_violations,0,
max_slew.worst_pin.slew,550.8,ps
numCtsBuffers,5,
crit_buf_inv,1,
synth.avg_cell_area,12.42,µm²
wire_per_inst,16.65,µm
finalClockSkew,4.207,ps
r2r_end,internal_array[0],
critPathMaxStageDelay,670,ps
grt_pass1_vias,1431,
antenna-diode-count,0,
cp.required,2230,ps
cts_buffer_depth,2,
topCellsByArea,"edfxtp_1 38%, mux2_2 11%, dfxtp_1 9.7%, mux4_2 8.7%, nor2_1 5.1%",
r2r_slack,270,ps
drc_errors,0,
worstReg2RegStart,addr1_reg[1],
core-area,6495,µm²
final_layout_size_suffix_gt1_share,29.73,%
min_period,2113,ps
die_y,84.91,µm
min_path_type,flop to flop,
cts_tree,done,
cts_root_buf,clkbuf_8,
cp_max_fo,8,
synthCells,166,
yosysUniqueCellTypes,26,
comb_area,994.7,µm²
seq_area,985.9,µm²
finalCritPeriodShare,96.03,%
vias_per_cell,5.366,
place.gp.congestion,0.8909,
critical_path.endpoint_type,flop,
endpoint,internal_array[0],
antenna_found_initial,0,
cp_cell_sequence,"clkdlybuf4s50_1, or4_1, nor3_2, mux2_1",
whs,543.7,ps
antenna_left,0,
grt_pass1_wl,7.307,mm
maxSlewHeadroom,63.28,%
fill_cells,609,
io_pins,18,
cellPowerDensity,630.7,nW/µm²
grt_overflow,0,
finalHoldViolations,0,
dp_hpwl,3.240,mm
ys.flop_type,edfxtp_1,
top_area_share,37.86,%
worst min-delay path by stage:
stage         from        to  slack (ps)  depth (start not counted)
4_1_cts   web0_reg  web0_reg         550                          2
5_1_grt   web0_reg  web0_reg         620                          2
6_report  web0_reg  web0_reg         540                          2
timing repair:
action	CTS	global route
endpoints found under the hold margin	0	0
setup endpoints to repair	2	2
resized	5	2
power by group:
group | internal [mW] | leakage [nW] | switching, mW
clock network | 0.279 | 0.0503 | 0.218
registers | 0.776 | 0.352 | 0.0673
logic | 0.118 | 0.458 | 0.0779
total | 1.17 | 0.860 | 0.363
cells in the final DEF (no fill, tap or decap), drive strengths merged:
cell	netlist	final
nand2b	4	4
edfxtp	26	26
clkbuf	9	7
o221ai	12	12
clkdlybuf4s15	0	2
nor2	28	28
nand4bb	2	2
nand3b	2	2
inv	1	1
buf	6	10
or3b	1	1
clkdlybuf4s50	0	15
or4	2	2
mux2	24	24
mux4	8	8
mux2i	8	8
or3	4	4
nand2	6	6
or4b	4	4
dfxtp	10	10
nor3	8	8
nand3	1	1
layout make-up:
class | instances | share of cell area (%)
Sequential cell | 36 | 40.49
Multi-Input combinational cell | 114 | 40.85
Tap cell | 77 | 3.957
Timing Repair Buffer | 27 | 10.59
Clock buffer | 7 | 3.957
Inverter | 1 | 0.1542
tightest hold or removal path: stages, from the launching register on:
cell	delay, ps
dfxtp_1	370
mux2i_1	90
nand2_1	60
metrics by stage:
stage | util [%] | cells | area, µm² | setup TNS [ps]
2_1_floorplan | - | 166 | 2062 | 0
3_3_place_gp | 35.93 | 255 | 2333 | -1781
3_5_place_dp | 35.93 | 255 | 2333 | -2408
4_1_cts | 37.45 | 262 | 2432 | 0
5_1_grt | 37.49 | 262 | 2435 | 0
6_report | 37.49 | 262 | 2435 | 0
logic make-up (layout without fill, tap and decap cells):
logic type | after synthesis | after routing | share of synthesized area [%]
simple gates | 62 | 62 | 17.41
buf+inv | 16 | 35 | 4.186
flops | 36 | 36 | 47.57
mux | 40 | 40 | 25.73
compound gates | 12 | 12 | 5.097
per-layer routing:
layer | GRT usage (%) | wire length [µm] | part of all wire [%]
met1 | 20.00 | 1927 | 44
met2 | 21.21 | 2092 | 48
met3 | 5.232 | 321 | 7.4
met4 | 1.695 | 21 | 0.48
met5 | 0 | 0 | 0
Power is estimated from default activity; no workload was simulated.
