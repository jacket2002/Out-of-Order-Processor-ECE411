### design/flow/config.mk
export PLATFORM = sky130hd
export DESIGN_NAME = lru_array
export DESIGN_NICKNAME = lru_array
export VERILOG_FILES = /design/flow/design.v
export SDC_FILE = /design/flow/constraint.sdc
export NUM_CORES = 4
export LEC_CHECK = 1
export CORE_UTILIZATION = 30
### design/flow/constraint.sdc
current_design lru_array

set clk_period 3.8
set clk_io_pct 0.2

create_clock -name clk0 -period $clk_period [get_ports {clk0}]

set non_clock_inputs [all_inputs -no_clocks]
set_input_delay [expr $clk_period * $clk_io_pct] -clock clk0 $non_clock_inputs
set_output_delay [expr $clk_period * $clk_io_pct] -clock clk0 [all_outputs]
### design/flow/design.v
interface mem_itf_w_mask #(
    parameter               CHANNELS = 1,
    parameter               DWIDTH = 32,
    parameter               MWIDTH = DWIDTH / 8
)(
    input   bit             clk,
    input   bit             rst
);
    logic   [31:0]          addr    [CHANNELS];
    logic   [MWIDTH-1:0]    rmask   [CHANNELS];
    logic   [MWIDTH-1:0]    wmask   [CHANNELS];
    logic   [DWIDTH-1:0]    rdata   [CHANNELS];
    logic   [DWIDTH-1:0]    wdata   [CHANNELS];
    logic                   resp    [CHANNELS];
    bit                     error = 1'b0;
    modport dut (
        input               clk,
        input               rst,
        output              addr,
        output              rmask,
        output              wmask,
        input               rdata,
        output              wdata,
        input               resp
    );
    modport mem (
        input               clk,
        input               rst,
        input               addr,
        input               rmask,
        input               wmask,
        output              rdata,
        input               wdata,
        output              resp,
        output              error
    );
    modport mon (
        input               clk,
        input               rst,
        input               addr,
        input               rmask,
        input               wmask,
        input               rdata,
        input               wdata,
        input               resp,
        output              error
    );
endinterface
interface mem_itf_wo_mask #(
    parameter               CHANNELS = 1,
    parameter               DWIDTH = 32
)(
    input   bit             clk,
    input   bit             rst
);
    logic   [31:0]          addr    [CHANNELS];
    logic                   read    [CHANNELS];
    logic                   write   [CHANNELS];
    logic   [DWIDTH-1:0]    rdata   [CHANNELS];
    logic   [DWIDTH-1:0]    wdata   [CHANNELS];
    logic                   resp    [CHANNELS];
    bit                     error = 1'b0;
    modport dut (
        input               clk,
        input               rst,
        output              addr,
        output              read,
        output              write,
        input               rdata,
        output              wdata,
        input               resp
    );
    modport mem (
        input               clk,
        input               rst,
        input               addr,
        input               read,
        input               write,
        output              rdata,
        input               wdata,
        output              resp,
        output              error
    );
    modport mon (
        input               clk,
        input               rst,
        input               addr,
        input               read,
        input               write,
        input               rdata,
        input               wdata,
        input               resp,
        output              error
    );
endinterface
interface mem_itf_banked(
    input   bit             clk,
    input   bit             rst
);
    logic   [31:0]          addr;
    logic                   read;
    logic                   write;
    logic   [63:0]          wdata;
    logic                   ready;
    logic   [31:0]          raddr;
    logic   [63:0]          rdata;
    logic                   rvalid;
    bit                     error = 1'b0;
    modport dut (
        input               clk,
        input               rst,
        output              addr,
        output              read,
        output              write,
        output              wdata,
        input               ready,
        input               raddr,
        input               rdata,
        input               rvalid
    );
    modport mem (
        input               clk,
        input               rst,
        input               addr,
        input               read,
        input               write,
        input               wdata,
        output              ready,
        output              rdata,
        output              raddr,
        output              rvalid,
        output              error
    );
    modport mon (
        input               clk,
        input               rst,
        input               addr,
        input               read,
        input               write,
        input               wdata,
        input               ready,
        input               rdata,
        input               raddr,
        input               rvalid,
        input               error
    );
endinterface
interface mon_itf#(
            parameter       CHANNELS = 1
)(
    input   bit             clk,
    input   bit             rst
);
            logic           valid     [CHANNELS];
            logic   [63:0]  order     [CHANNELS];
            logic   [31:0]  inst      [CHANNELS];
            logic           halt      [CHANNELS];
            logic   [4:0]   rs1_addr  [CHANNELS];
            logic   [4:0]   rs2_addr  [CHANNELS];
            logic   [31:0]  rs1_rdata [CHANNELS];
            logic   [31:0]  rs2_rdata [CHANNELS];
            logic   [4:0]   rd_addr   [CHANNELS];
            logic   [31:0]  rd_wdata  [CHANNELS];
            logic   [4:0]   frd_addr  [CHANNELS];
            logic   [31:0]  frd_wdata [CHANNELS];
            logic   [31:0]  pc_rdata  [CHANNELS];
            logic   [31:0]  pc_wdata  [CHANNELS];
            logic   [31:0]  mem_addr  [CHANNELS];
            logic   [3:0]   mem_rmask [CHANNELS];
            logic   [3:0]   mem_wmask [CHANNELS];
            logic   [31:0]  mem_rdata [CHANNELS];
            logic   [31:0]  mem_wdata [CHANNELS];
            bit             error = 1'b0;
endinterface
module lru_array #(
            parameter               S_INDEX     = 4,
            parameter               WIDTH       = 3
)(
    input   logic                   clk0,
    input   logic                   rst0,
    input   logic                   csb0,
    input   logic                   web0,
    input   logic   [S_INDEX-1:0]   addr0,
    input   logic   [WIDTH-1:0]     din0,
    output  logic   [WIDTH-1:0]     dout0,
    input   logic                   csb1,
    input   logic                   web1,
    input   logic   [S_INDEX-1:0]   addr1,
    input   logic   [WIDTH-1:0]     din1,
    output  logic   [WIDTH-1:0]     dout1
);
            localparam              NUM_SETS    = 2**S_INDEX;
            logic                   web0_reg;
            logic   [S_INDEX-1:0]   addr0_reg;
            logic   [WIDTH-1:0]     din0_reg;
            logic                   web1_reg;
            logic   [S_INDEX-1:0]   addr1_reg;
            logic   [WIDTH-1:0]     din1_reg;
            logic   [WIDTH-1:0]     internal_array [NUM_SETS];
    always_ff @(posedge clk0) begin
        if (rst0) begin
            web0_reg  <= 1'b1;
            addr0_reg <= 'x;
            din0_reg  <= 'x;
            web1_reg  <= 1'b1;
            addr1_reg <= 'x;
            din1_reg  <= 'x;
        end else begin
            if (!csb0) begin
                web0_reg  <= web0;
                addr0_reg <= addr0;
                din0_reg  <= din0;
            end
            if (!csb1) begin
                web1_reg  <= web1;
                addr1_reg <= addr1;
                din1_reg  <= din1;
            end
        end
    end
    always_ff @(posedge clk0) begin
        if (rst0) begin
            for (int i = 0; i < NUM_SETS; i++) begin
                internal_array[i] <= '0;
            end
        end else begin
            if (!web0_reg) begin
                internal_array[addr0_reg] <= din0_reg;
            end
            if (!web1_reg) begin
                internal_array[addr1_reg] <= din1_reg;
            end
        end
    end
    always_comb begin
        dout0 = (!web1_reg && (addr0_reg == addr1_reg)) ? din1_reg : internal_array[addr0_reg];
        dout1 = internal_array[addr1_reg];
    end
endmodule : lru_array
### design/flow/run.sh
#!/bin/bash
# OpenROAD 26Q1-2900-gdf79404cd8, Yosys 0.63+post, stock flow scripts
make -C /OpenROAD-flow-scripts/flow DESIGN_CONFIG=/design/flow/config.mk WORK_HOME=/design/flow/orfs finish
==> flow_summary.json <==
{
  "clock_skew_ns": 0.00521,
  "drc": 0,
  "first_pass_iters": 4,
  "setup_total_negative_slack_ns": 0,
  "clock_sinks": 72,
  "cts_resized": 0,
  "synth.yosys.warnings": 1,
  "synth_area_leader_cell": "edfxtp_1",
  "p_comb_frac": 0.108,
  "place.detailed.instances": 515,
  "yosysSeqAreaShare": 0.499,
  "regArea_um2": 2060,
  "maxCapViolations": 0,
  "yosysMostFrequentCell": "edfxtp_1",
  "drt-vias-per-instance": 5.49,
  "p_sw_uw": 495,
  "cp_common_cell": "mux2i_1",
  "mappedNetlistArea_um2": 4130,
  "critPathMaxFanout": 12,
  "layout_setup_ws_ns": 0.358,
  "syn_inst": 329,
  "cts_hold_repair.buffers": 0,
  "maximum_number_of_pins_on_one_net_before_global_route_repair": 18,
  "detail_route.wirelength_mm": 11.0,
  "synth.yosys.chip_area_um2": 4130,
  "dp.final_hpwl_mm": 8.00,
  "holdCritPathClass": "flop to flop",
  "number_of_cells_in_the_yosys_synthesis_report": 329,
  "yosys_most_used_dff": "edfxtp_1",
  "top_area_frac": 0.451,
  "vdd_drop_max_mv": 0.177,
  "tightest_slew_ns": 1.04,
  "clk_path_buf_depth": 2,
  "grt_util_all_layers": 0.166,
  "combGateArea_um2": 1950,
  "edf_count": 62,
  "synth_cell_types": 35,
  "path_class": "flop to output port",
  "async_flop_share": 0,
  "cts.repair_timing.setup_buffer_count": 0,
  "portBuffers": 25,
  "place_congestion": 0.919,
  "timing.critical_path.from_type": "flop",
  "cp_data_required_time_ns": 3.04,
  "tritoncts.num_buffers": 9,
  "postSynthAreaPerCell_um2": 12.6,
  "timing.max_slew.rel_slack": 0.301,
  "clock_power_share": 0.444,
  "crit_arrival_ns": 2.68,
  "core_util_floorplan": 0.310,
  "grt_pass1_wl_mm": 16.8,
  "cellPowerDensity_nw_per_um2": 451,
  "floorplan.die.height_um": 119,
  "max_freq_mhz": 291,
  "clkLatencyLatePin_ns": 0.33,
  "clock_pin_slew_on_the_worst_setup_and_hold_paths_ns": 0.05,
  "status": "complete, no violations",
  "final_cell_count_no_fill": 531,
  "syn_to_final_growth_pct": 18.6,
  "chip_area_um2": 14200,
  "remaining_antenna_violation_count": 0,
  "ctsRootBufferMaster": "clkbuf_16",
  "crit_path_cell_trace": "mux4_1 > mux2i_1 > mux2i_1 > mux2_2 > clkdlybuf4s50_1",
  "io-pin-count": 26,
  "clock_tree.htree_level_count": 3,
  "route.antenna.diode_count": 0,
  "grt_setup_unrepaired": "false",
  "registers_synthesis": 72,
  "vias": 2915,
  "power.share.sequential": 0.448,
  "globalRoute.totalOverflow": 0,
  "n_fill_cell": 1271,
  "power.static_leakage_uw": 0.00173,
  "first_global_vias": 2877,
  "placement_rows": 42,
  "core_area_um2": 13300,
  "post_drt_wl_per_cell_um": 20.6,
  "setup_viol_count_final": 0,
  "cpPeakStageDelay_ns": 0.80,
  "synthTopCellsByCount": "edfxtp_1 (62), nand2_1 (48), nor2_1 (41), mux2_2 (35), mux4_2 (24)",
  "hold_viol": 0,
  "power_report.internal_total_uw": 1720,
  "min_period_ns": 3.44,
  "post-route-period-util": 0.906,
  "switch_share": 0.224,
  "pre_cts_slack_ns": 0.646,
  "maxSlewViolCount": 0,
  "die_width_um": 119,
  "tritoncts_clock_tree": "yes",
  "area_leaders": "edfxtp_1 (45%), mux4_2 (13%), mux2_2 (9.5%), dfxtp_1 (4.8%), nand2_1 (4.4%)",
  "warnings": 25,
  "antenna_found_initial": 0,
  "cp-end-kind": "output port",
  "drive_gt1_frac": 0.245,
  "crit_slowest_cell": "dfxtp_1",
  "detailedRoute.firstIterationViolations": 278
}
-- power groups by stage --
stage / Clock [uW] / Sequential [uW] / Combinational, uW
CTS: 990 / 987 / 239
finish: 982 / 990 / 239
global route: 1020 / 997 / 256
-- placed cells by master (no fill, tap or decap), types with 2 or more instances in the layout --
cell type | synthesis | routed
and3_1 | 2 | 2
buf_4 | 0 | 5
bufinv_16 | 0 | 3
clkbuf_16 | 0 | 9
clkbuf_8 | 0 | 2
clkdlybuf4s50_1 | 0 | 25
dfxtp_1 | 10 | 10
edfxtp_1 | 62 | 62
inv_1 | 7 | 7
mux2_2 | 35 | 35
mux2i_1 | 11 | 11
mux4_1 | 3 | 3
mux4_2 | 24 | 24
nand2_1 | 48 | 48
nand3_1 | 7 | 7
nor2_1 | 41 | 41
nor2b_1 | 3 | 3
nor3_1 | 2 | 2
nor3_2 | 3 | 3
o211ai_1 | 6 | 6
o21ai_0 | 6 | 6
o311ai_0 | 3 | 3
o31ai_1 | 18 | 18
or3_1 | 6 | 6
-- per-stage QoR --
| stage | area (um2) | total power (uW) | util | hold WS (ns) |
|---|---|---|---|---|
| after detailed placement | 4550 | 1240 | 0.341 | 0.514 |
| after global placement | 4550 | 1240 | 0.341 | 0.499 |
| after floorplan | 4130 | 1120 | - | 0.470 |
| after global routing | 4900 | 2270 | 0.367 | 0.570 |
| final | 4900 | 2210 | 0.367 | 0.520 |
| after CTS | 4900 | 2220 | 0.367 | 0.528 |
-- critical path: cells and delay by family, from the launching register on --
family / cells / cell delay [ns]
muxes: 4 / 1.14
DFF: 1 / 0.80
buffers and inverters: 1 / 0.41
-- layer usage --
| layer | GRT usage | up-vias | part of all wire |
|---|---|---|---|
| li1 | - | 1316 | - |
| met1 | 0.252 | 1395 | 0.41 |
| met2 | 0.224 | 180 | 0.42 |
| met3 | 0.0797 | 24 | 0.14 |
| met4 | 0.0359 | 0 | 0.027 |
| met5 | 0 | - | 0 |
-- path summary, 6_finish.rpt --
kind                     start                   end  slack, ns  cells after the start
hold / removal        web0_reg              web0_reg       0.52                      2
hold reg to reg       web0_reg              web0_reg       0.52                      2
setup / recovery          flop              dout0[0]       0.36                      5
setup reg to reg  addr1_reg[3]  internal_array[7][0]       1.73                      3
-- layout make-up --
cell class	instances	area share
clock inverters	5	0.0209
well taps	176	0.0449
clock buffers	11	0.0516
inverters	7	0.00536
flip-flops and latches	72	0.421
repair buffers	30	0.0587
multi-input cells	230	0.398
-- logic make-up after synthesis --
family,share of synthesized area
AND/OR/NAND/NOR,0.133
multiplexers,0.272
flip-flops,0.499
AND-OR/OR-AND,0.0648
buffers and inverters,0.0291
XOR/XNOR,0.00212
Power figures rest on the tool's default switching activity, not on a simulated workload.
