==> flow/design.v <==
interface mem_itf_w_mask #(
    parameter               CHANNELS = 1,
    parameter               DWIDTH = 32,
    parameter               MWIDTH = DWIDTH / 8
)(
    input   bit             clk,
    input   bit             rst
);
    logic   [31:0]          addr    [CHANNELS];
    logic   [MWIDTH-1:0]    rmask   [CHANNELS];
    logic   [MWIDTH-1:0]    wmask   [CHANNELS];
    logic   [DWIDTH-1:0]    rdata   [CHANNELS];
    logic   [DWIDTH-1:0]    wdata   [CHANNELS];
    logic                   resp    [CHANNELS];
    bit                     error = 1'b0;
    modport dut (
        input               clk,
        input               rst,
        output              addr,
        output              rmask,
        output              wmask,
        input               rdata,
        output              wdata,
        input               resp
    );
    modport mem (
        input               clk,
        input               rst,
        input               addr,
        input               rmask,
        input               wmask,
        output              rdata,
        input               wdata,
        output              resp,
        output              error
    );
    modport mon (
        input               clk,
        input               rst,
        input               addr,
        input               rmask,
        input               wmask,
        input               rdata,
        input               wdata,
        input               resp,
        output              error
    );
endinterface
interface mem_itf_wo_mask #(
    parameter               CHANNELS = 1,
    parameter               DWIDTH = 32
)(
    input   bit             clk,
    input   bit             rst
);
    logic   [31:0]          addr    [CHANNELS];
    logic                   read    [CHANNELS];
    logic                   write   [CHANNELS];
    logic   [DWIDTH-1:0]    rdata   [CHANNELS];
    logic   [DWIDTH-1:0]    wdata   [CHANNELS];
    logic                   resp    [CHANNELS];
    bit                     error = 1'b0;
    modport dut (
        input               clk,
        input               rst,
        output              addr,
        output              read,
        output              write,
        input               rdata,
        output              wdata,
        input               resp
    );
    modport mem (
        input               clk,
        input               rst,
        input               addr,
        input               read,
        input               write,
        output              rdata,
        input               wdata,
        output              resp,
        output              error
    );
    modport mon (
        input               clk,
        input               rst,
        input               addr,
        input               read,
        input               write,
        input               rdata,
        input               wdata,
        input               resp,
        output              error
    );
endinterface
interface mem_itf_banked(
    input   bit             clk,
    input   bit             rst
);
    logic   [31:0]          addr;
    logic                   read;
    logic                   write;
    logic   [63:0]          wdata;
    logic                   ready;
    logic   [31:0]          raddr;
    logic   [63:0]          rdata;
    logic                   rvalid;
    bit                     error = 1'b0;
    modport dut (
        input               clk,
        input               rst,
        output              addr,
        output              read,
        output              write,
        output              wdata,
        input               ready,
        input               raddr,
        input               rdata,
        input               rvalid
    );
    modport mem (
        input               clk,
        input               rst,
        input               addr,
        input               read,
        input               write,
        input               wdata,
        output              ready,
        output              rdata,
        output              raddr,
        output              rvalid,
        output              error
    );
    modport mon (
        input               clk,
        input               rst,
        input               addr,
        input               read,
        input               write,
        input               wdata,
        input               ready,
        input               rdata,
        input               raddr,
        input               rvalid,
        input               error
    );
endinterface
interface mon_itf#(
            parameter       CHANNELS = 1
)(
    input   bit             clk,
    input   bit             rst
);
            logic           valid     [CHANNELS];
            logic   [63:0]  order     [CHANNELS];
            logic   [31:0]  inst      [CHANNELS];
            logic           halt      [CHANNELS];
            logic   [4:0]   rs1_addr  [CHANNELS];
            logic   [4:0]   rs2_addr  [CHANNELS];
            logic   [31:0]  rs1_rdata [CHANNELS];
            logic   [31:0]  rs2_rdata [CHANNELS];
            logic   [4:0]   rd_addr   [CHANNELS];
            logic   [31:0]  rd_wdata  [CHANNELS];
            logic   [4:0]   frd_addr  [CHANNELS];
            logic   [31:0]  frd_wdata [CHANNELS];
            logic   [31:0]  pc_rdata  [CHANNELS];
            logic   [31:0]  pc_wdata  [CHANNELS];
            logic   [31:0]  mem_addr  [CHANNELS];
            logic   [3:0]   mem_rmask [CHANNELS];
            logic   [3:0]   mem_wmask [CHANNELS];
            logic   [31:0]  mem_rdata [CHANNELS];
            logic   [31:0]  mem_wdata [CHANNELS];
            bit             error = 1'b0;
endinterface
module valid_array_1 #(
            parameter               S_INDEX     = 4,
            parameter               WIDTH       = 2
)(
    input   logic                   clk0,
    input   logic                   rst0,
    input   logic                   csb0,
    input   logic                   web0,
    input   logic   [S_INDEX-1:0]   addr0,
    input   logic   [WIDTH-1:0]     din0,
    output  logic   [WIDTH-1:0]     dout0
);
            localparam              NUM_SETS    = 2**S_INDEX;
            logic                   web0_reg;
            logic   [S_INDEX-1:0]   addr0_reg;
            logic   [WIDTH-1:0]     din0_reg;
            logic   [WIDTH-1:0]     internal_array [NUM_SETS];
    always_ff @(posedge clk0) begin
        if (rst0) begin
            web0_reg  <= 1'b1;
            addr0_reg <= 'x;
            din0_reg  <= 'x;
        end else begin
            if (!csb0) begin
                web0_reg  <= web0;
                addr0_reg <= addr0;
                din0_reg  <= din0;
            end
        end
    end
    always_ff @(posedge clk0) begin
        if (rst0) begin
            for (int i = 0; i < NUM_SETS; i++) begin
                internal_array[i] <= {'1, 1'b0};
            end
        end else begin
            if (!web0_reg) begin
                internal_array[addr0_reg] <= din0_reg;
            end
        end
    end
    always_comb begin
        dout0 = internal_array[addr0_reg];
    end
endmodule : valid_array_1
==> flow/run.sh <==
#!/bin/bash
# OpenROAD 26Q1-2900-gdf79404cd8, Yosys 0.63+post, stock flow scripts
make -C /OpenROAD-flow-scripts/flow DESIGN_CONFIG=/design/flow/config.mk WORK_HOME=/design/flow/orfs finish
==> flow/config.mk <==
export PLATFORM = sky130hd
export DESIGN_NAME = valid_array_1
export DESIGN_NICKNAME = valid_array_1
export VERILOG_FILES = /design/flow/design.v
export SDC_FILE = /design/flow/constraint.sdc
export NUM_CORES = 4
export LEC_CHECK = 1
export CORE_UTILIZATION = 30
==> flow/constraint.sdc <==
current_design valid_array_1

set clk_period 2.3
set clk_io_pct 0.2

create_clock -name clk0 -period $clk_period [get_ports {clk0}]

set non_clock_inputs [all_inputs -no_clocks]
set_input_delay [expr $clk_period * $clk_io_pct] -clock clk0 $non_clock_inputs
set_output_delay [expr $clk_period * $clk_io_pct] -clock clk0 [all_outputs]
==> flow_summary.yaml <==
# generated from flow reports
clocking:
  cts_buffers: 5
  cts_tree: "built"
  clockBufferDepth: 2
  cts_hold_buf: 0
  cts.sinks: 43
  h-tree-depth: 2
  clock_latency_ns: 0.29
  clk_pin_slew_worst_paths_ns: 0.07
  cts-root-buf: "clkbuf_8"
job:
  max_cap_viol_count: 0
  warnings: 25
worst_setup_path:
  path_max_fanout: 7
  timing.rr.start: "addr0_reg[0]"
  endpoint_kind: "primary output"
  required_ns: 1.84
  critPathLaunchType: "flop"
  critical_path.max_stage_delay_ns: 0.51
  cp.arrival_ns: 1.75
  reg2reg_to: "internal_array[8][1]"
  r2r_setup_slack_ns: 0.68
  path_delay_family: "multiplexers"
  ff2ff_path_depth: 3
  worst-path-buf-inv: 2
  crit_end: "dout0[0]"
  path_class: "flop to primary output"
  worstPathCellList: "buf_12 -> mux4_2 -> a22oi_2 -> nand3_1 -> dlygate4sd2_1"
  cp_slowest_cell: "mux4_2"
  cp.depth: 5
die:
  initCoreUtil: 0.317
  core_sq_mm: 0.00649
  fp.dieW_microns: 84.8
  fp-row-count: 29
  chip_area_sq_mm: 0.00719
  num_io_pins: 12
  die_h_microns: 84.8
cells_and_area:
  final_cell_mix: "38 x edfxtp_1, 16 x and3_1, 16 x or2_2"
  drive_gt1_frac: 0.304
  instances_no_fill: 245
  largest_reg_flops: 32
  area_delta_synth_final_pct: 17.7
  layout_top_cell: "edfxtp_1"
  design_area_sq_mm: 0.00242
  final_core_util: 0.373
pwr:
  vdd.ir_drop.worst_mv: 0.277
  leakage_nw: 0.851
  p_per_area_mw_per_mm2: 631
  comb_power_share: 0.102
  power_switching_w: 0.000340
  internal-power_w: 0.00119
  power_frac_clock: 0.293
  seq_power_share: 0.606
  power.share.switching: 0.223
timing:
  worst_slew_margin_rel: 0.680
  fin_crit_sh: 0.960
  finalHoldViolCount: 0
  worstMarginPinSlew_ns: 0.479
  skew_ns: 0.00260
  setup_tns_ns: 0
  setup_viol: 0
  period_needed_ns: 2.21
  rsz0062_at_grt: "false"
  drv_slew: 0
  fmax_ghz: 0.453
hold_path:
  hp-class: "flop to flop"
route:
  drc: 0
  num_vias: 1168
  n_antenna_cell: 0
  wirelength_mm: 3.42
  viasPerCell: 4.77
  drtPass1Iterations: 4
  drt_iter0_markers: 54
  wire_per_inst_microns: 13.9
  ant_nets: 0
global_routing:
  grt_pass1_wl_mm: 5.70
  grtUsageMet1: 0.161
  grt_max_degree: 23
  grt_pass1_vias: 1193
  antenna_found_initial: 0
  grt_remaining_overflow: 0
  grt_busiest_layer: "met2"
  grtUsageMet2: 0.166
  use_met3: 0.0468
  grt_usage: 0.110
placement:
  gp_congestion: 0.739
  numPlacedInstances: 234
  dpl.hpwl_mm: 2.47
  place_area_sq_mm: 0.00229
  port_buffers: 11
yosys:
  synth_cells: 147
  ys_cells: 147
  ys_seq_share: 0.603
  synth_flops: 43
  synth_cell_type_count: 23
  yosysWarningCount: 1
  yosysChipArea_sq_mm: 0.00206
  syn_avg_cell_area_sq_um: 14.0
  synthesis.area_sq_mm: 0.00206
run_status:
  status: "complete, no violations"
[per-layer routing]
layer,up-vias,routed length (microns)
met5,-,0
met4,0,69
met3,5,247
met2,41,1580
met1,544,1520
li1,578,-
[power by group through the flow]
stage	clock, W	combinational (W)	sequential [W]
4_1_cts	0.000457	0.000157	0.000926
5_1_grt	0.000496	0.000169	0.000931
6_report	0.000447	0.000155	0.000925
[stage by stage]
stage | total power (W) | worst slack, ns | hold WS [ns]
global placement | 0.00109 | 0.156 | 0.671
global route | 0.00160 | 0.00209 | 0.713
floorplan | 0.00102 | 0.563 | 0.559
finish | 0.00153 | 0.0910 | 0.684
CTS | 0.00154 | 0.0398 | 0.692
detailed placement | 0.00109 | 0.141 | 0.676
[synthesized netlist by cell type]
cell type | number | area [sq um]
nand2_1 | 14 | 52.6
a211o_1 | 1 | 8.76
nand2b_1 | 13 | 81.3
or2_2 | 16 | 100
mux2_2 | 4 | 45.0
nor4b_4 | 1 | 23.8
or2b_1 | 3 | 22.5
edfxtp_1 | 38 | 1140
inv_1 | 1 | 3.75
nand3_1 | 4 | 20.0
mux4_2 | 8 | 180
a22oi_1 | 2 | 15.0
nor4bb_4 | 1 | 25.0
clkbuf_1 | 4 | 15.0
nor2_1 | 2 | 7.51
buf_2 | 1 | 5.00
nor2b_1 | 6 | 37.5
dfxtp_1 | 5 | 100
nor4_4 | 1 | 21.3
nor4b_2 | 1 | 15.0
and2_1 | 4 | 25.0
buf_6 | 1 | 11.3
and3_1 | 16 | 100
[worst min-delay path by stage]
stage                   startpoint  depth (start not counted)  endpoint
after CTS             addr0_reg[2]                          1      flop
after global routing  addr0_reg[2]                          1      flop
final                 addr0_reg[2]                          1      flop
[worst reg2reg max path: stages (launching register included)]
cell	delay [ns]
edfxtp_1	0.50
nor2b_1	0.43
nand2_1	0.14
or2_2	0.29
[area by class of cell]
cell class | count | area (sq um)
fill | 607 | 4070
sequential | 43 | 1240
multi-input combinational | 97 | 791
timing repair buffer | 19 | 205
tap | 77 | 96.3
clock buffer | 7 | 76.3
clock inverter | 1 | 5.00
inverter | 1 | 3.75
[kinds of logic after synthesis]
logic type | synth area share
AOI/OAI and AO/OA | 0.0116
buffers and inverters | 0.0170
DFF | 0.603
muxes | 0.109
and+or+nand+nor | 0.259
[repair_timing]
action                     4_1_cts  5_1_grt
resized                          8        1
setup endpoints to repair        2        2
pin swaps                        4        3
buffers inserted                 2        1
Power and IR drop assume default switching activity.
