$ cat flow/run.sh
#!/bin/bash
# OpenROAD 26Q1-2900-gdf79404cd8, Yosys 0.63+post, stock flow scripts
make -C /OpenROAD-flow-scripts/flow DESIGN_CONFIG=/design/flow/config.mk WORK_HOME=/design/flow/orfs finish
$ cat flow/config.mk
export PLATFORM = sky130hd
export DESIGN_NAME = valid_array
export DESIGN_NICKNAME = valid_array
export VERILOG_FILES = /design/flow/design.v
export SDC_FILE = /design/flow/constraint.sdc
export NUM_CORES = 4
export LEC_CHECK = 1
export CORE_UTILIZATION = 30
$ cat flow/constraint.sdc
current_design valid_array

set clk_period 2.0
set clk_io_pct 0.2

create_clock -name clk0 -period $clk_period [get_ports {clk0}]

set non_clock_inputs [all_inputs -no_clocks]
set_input_delay [expr $clk_period * $clk_io_pct] -clock clk0 $non_clock_inputs
set_output_delay [expr $clk_period * $clk_io_pct] -clock clk0 [all_outputs]
$ cat flow/design.v
interface mem_itf_w_mask #(
    parameter               CHANNELS = 1,
    parameter               DWIDTH = 32,
    parameter               MWIDTH = DWIDTH / 8
)(
    input   bit             clk,
    input   bit             rst
);
    logic   [31:0]          addr    [CHANNELS];
    logic   [MWIDTH-1:0]    rmask   [CHANNELS];
    logic   [MWIDTH-1:0]    wmask   [CHANNELS];
    logic   [DWIDTH-1:0]    rdata   [CHANNELS];
    logic   [DWIDTH-1:0]    wdata   [CHANNELS];
    logic                   resp    [CHANNELS];
    bit                     error = 1'b0;
    modport dut (
        input               clk,
        input               rst,
        output              addr,
        output              rmask,
        output              wmask,
        input               rdata,
        output              wdata,
        input               resp
    );
    modport mem (
        input               clk,
        input               rst,
        input               addr,
        input               rmask,
        input               wmask,
        output              rdata,
        input               wdata,
        output              resp,
        output              error
    );
    modport mon (
        input               clk,
        input               rst,
        input               addr,
        input               rmask,
        input               wmask,
        input               rdata,
        input               wdata,
        input               resp,
        output              error
    );
endinterface
interface mem_itf_wo_mask #(
    parameter               CHANNELS = 1,
    parameter               DWIDTH = 32
)(
    input   bit             clk,
    input   bit             rst
);
    logic   [31:0]          addr    [CHANNELS];
    logic                   read    [CHANNELS];
    logic                   write   [CHANNELS];
    logic   [DWIDTH-1:0]    rdata   [CHANNELS];
    logic   [DWIDTH-1:0]    wdata   [CHANNELS];
    logic                   resp    [CHANNELS];
    bit                     error = 1'b0;
    modport dut (
        input               clk,
        input               rst,
        output              addr,
        output              read,
        output              write,
        input               rdata,
        output              wdata,
        input               resp
    );
    modport mem (
        input               clk,
        input               rst,
        input               addr,
        input               read,
        input               write,
        output              rdata,
        input               wdata,
        output              resp,
        output              error
    );
    modport mon (
        input               clk,
        input               rst,
        input               addr,
        input               read,
        input               write,
        input               rdata,
        input               wdata,
        input               resp,
        output              error
    );
endinterface
interface mem_itf_banked(
    input   bit             clk,
    input   bit             rst
);
    logic   [31:0]          addr;
    logic                   read;
    logic                   write;
    logic   [63:0]          wdata;
    logic                   ready;
    logic   [31:0]          raddr;
    logic   [63:0]          rdata;
    logic                   rvalid;
    bit                     error = 1'b0;
    modport dut (
        input               clk,
        input               rst,
        output              addr,
        output              read,
        output              write,
        output              wdata,
        input               ready,
        input               raddr,
        input               rdata,
        input               rvalid
    );
    modport mem (
        input               clk,
        input               rst,
        input               addr,
        input               read,
        input               write,
        input               wdata,
        output              ready,
        output              rdata,
        output              raddr,
        output              rvalid,
        output              error
    );
    modport mon (
        input               clk,
        input               rst,
        input               addr,
        input               read,
        input               write,
        input               wdata,
        input               ready,
        input               rdata,
        input               raddr,
        input               rvalid,
        input               error
    );
endinterface
interface mon_itf#(
            parameter       CHANNELS = 1
)(
    input   bit             clk,
    input   bit             rst
);
            logic           valid     [CHANNELS];
            logic   [63:0]  order     [CHANNELS];
            logic   [31:0]  inst      [CHANNELS];
            logic           halt      [CHANNELS];
            logic   [4:0]   rs1_addr  [CHANNELS];
            logic   [4:0]   rs2_addr  [CHANNELS];
            logic   [31:0]  rs1_rdata [CHANNELS];
            logic   [31:0]  rs2_rdata [CHANNELS];
            logic   [4:0]   rd_addr   [CHANNELS];
            logic   [31:0]  rd_wdata  [CHANNELS];
            logic   [4:0]   frd_addr  [CHANNELS];
            logic   [31:0]  frd_wdata [CHANNELS];
            logic   [31:0]  pc_rdata  [CHANNELS];
            logic   [31:0]  pc_wdata  [CHANNELS];
            logic   [31:0]  mem_addr  [CHANNELS];
            logic   [3:0]   mem_rmask [CHANNELS];
            logic   [3:0]   mem_wmask [CHANNELS];
            logic   [31:0]  mem_rdata [CHANNELS];
            logic   [31:0]  mem_wdata [CHANNELS];
            bit             error = 1'b0;
endinterface
module valid_array #(
            parameter               S_INDEX     = 4,
            parameter               WIDTH       = 1
)(
    input   logic                   clk0,
    input   logic                   rst0,
    input   logic                   csb0,
    input   logic                   web0,
    input   logic   [S_INDEX-1:0]   addr0,
    input   logic   [WIDTH-1:0]     din0,
    output  logic   [WIDTH-1:0]     dout0
);
            localparam              NUM_SETS    = 2**S_INDEX;
            logic                   web0_reg;
            logic   [S_INDEX-1:0]   addr0_reg;
            logic   [WIDTH-1:0]     din0_reg;
            logic   [WIDTH-1:0]     internal_array [NUM_SETS];
    always_ff @(posedge clk0) begin
        if (rst0) begin
            web0_reg  <= 1'b1;
            addr0_reg <= 'x;
            din0_reg  <= 'x;
        end else begin
            if (!csb0) begin
                web0_reg  <= web0;
                addr0_reg <= addr0;
                din0_reg  <= din0;
            end
        end
    end
    always_ff @(posedge clk0) begin
        if (rst0) begin
            for (int i = 0; i < NUM_SETS; i++) begin
                internal_array[i] <= '0;
            end
        end else begin
            if (!web0_reg) begin
                internal_array[addr0_reg] <= din0_reg;
            end
        end
    end
    always_comb begin
        dout0 = internal_array[addr0_reg];
    end
endmodule : valid_array
==> summary.txt <==
Synthesis and place-and-route results.

- The area taken by multi-input combinational cells is reported as between 400 and 500 sq um.
- Each instance of the synthesized netlist takes up on average around 13 sq um.
- The number of setup violations in the final report is 0.
- The leakage power summed over all cells is between 0.5 and 0.6 nW.
- The routability congestion estimate from global placement is about 0.85.
- Data on the critical path arrives at its endpoint at 1.46 ns.
- The die width is roughly 66 um.
- The number of nets still failing antenna checks after routing is 0.
- Hold is met by 0.560 ns.
- The aggregate global routing overflow is 0.
- The logs give a warning total of 25.
- The via total after detailed routing is 784.
- The synthesized cell area is 1220 sq um.
- The worst clock skew is between 0.01 and 0.015 ns.
- The area share of the largest cell type after synthesis is approximately half.
- The post-synth count of flops with an enable pin is 21.
- TritonCTS built the clock tree.
- After layout, the worst path uses just over 90% of the clock period.
- The fraction of layout instances using a drive strength above 1 is between 10% and 20%.
- The number of cells on the worst reg-to-reg path is 3.
- The slew of the pin with the lowest slew margin is 0.376 ns.
- The wire length reported by the detailed router is ~2400 um.
- The floorplan utilization is 32.3%.
- The accumulated negative setup slack is 0 ns.
- The synthesized netlist contains 21 unique library cells.
- After synthesis, flip-flops and latches occupy between 50% and 60% of the total area.
- The category of the critical setup timing path is flip-flop to output port.
- Pin placement for this block handled 10 I/O pins.
- The capturing element type of the critical path is an output port.
- The number of search-and-repair iterations in the first detailed-routing pass is 4.
- The clock reaches the later pin of the worst-skew pair after 0.27 ns.
- The clock-pin slew of the registers on the worst-case setup and hold paths is around 0.090 ns.
- Dividing the detail-routed via count by the number of cells gives just under 5.
- In the global route stage, overall resource usage came out at around an eighth.
- Once routing completed, OpenROAD measured the worst setup slack at about 0.14 ns.
- According to the floorplan log, the row count is 22.
- The area growth from synthesis to layout is 18.6%.
- The number of cells on the worst hold path is 1.
- The most used flip-flop cell after synthesis is edfxtp_1.
- Sorting the Yosys area breakdown by cell type puts at the top edfxtp_1.
- The number of antenna violations at the first check in global routing is 0.
- Buffers added to address setup during post-CTS repair amount to 0.
- The synthesis stat section lists a flop and latch total of 26.
- The final period demand of the worst path is 1.86 ns.
- The global-route wire length before repair is roughly 3900 um.
- Setup repair after global routing left no endpoint under its margin.
- The tool flagged a number of max-cap violations equal to 0.
- The flow ran to the end, and the final reports show no timing, DRC or antenna violations.
- The buffer type at the clock tree root is clkbuf_8.
- The commonest cells after synthesis are edfxtp_1 (21), nor2_1 (18), a21o_1 (12), dfxtp_1 (5), nand2_1 (5).
- The largest net degree at the start of global routing is 15.
- Before CTS, the worst setup slack after placement is approximately 0.0036 ns.
- TritonRoute reported its final design rule violation total as 0.
- The startpoint kind of the worst setup timing path is a flip-flop.
- The largest fanout of any net on the critical path is 1.
- The fraction of synthesis flops using an asynchronous set or reset pin is 0%.
- Note, the detailed placer reported a final HPWL of between 1500 and 2000 um.
- The final report gives the core utilization as around two fifths.
- The path type of the worst min-delay path is flip-flop to flip-flop.
- The worst ir drop on vdd is around 360 uV.
- The total cell area reported by yosys after synthesis is roughly 1200 sq um.
- The OpenROAD report gives the critical path a required time of about 1.6 ns.
- The relative max-transition margin is 74.9%.
- The number of max-slew violations in the final report is 0.
- The number of global-route vias before repair was 786.
- The repair_antennas step left the layout with diodes totalling 0.
- The first-iteration detailed-routing DRC count is 38.
- Looking at the clock tree report, the H-tree level count equals 1.
- Counting along the longest clock path gives a buffer depth of 2.
- Endpoints failing hold in the final report were tallied at 0.
- In this build the clock could be raised as far as between 500 and 600 MHz.
- In the final layout, flip-flops and latches occupy approximately 730 sq um.
- The clock sink count is 26.
- The most common cell in the synthesized netlist is edfxtp_1.
- In the synthesized netlist, the number of instances is ~93.
- The die covers 4330 sq um.
- The die extent in y is 65.8 um.
- The number of synthesis warnings is 1.
- After filler insertion, the fill cell instance count of the layout stands at approximately 340.
- The final power report lists total power as 1.06 mW.
- The script logs the mean routed wire length per placed instance as 14.9 um.
- Yosys stat counts between 90 and 100 cells in the synthesized netlist.
- The power density of the placed cells is about 730 nW/um^2.
- In this run the tool buffered the top-level ports with 9 buffer cells.
- Ranked by total cell area, the synthesized netlist is headed by edfxtp_1 (52%), mux4_1 (8.6%), dfxtp_1 (8.2%).
- The number of buffers inserted during clock tree synthesis is 3.
- The floorplan step defined a core boundary enclosing approximately 3800 sq um.
## report_power, final
group	total, mW	internal, mW	switching, mW
Combinational	0.117	0.0674	0.0500
Clock	0.296	0.142	0.154
Sequential	0.647	0.615	0.0314
Total	1.06	0.825	0.235
## path summary, 6_finish.rpt
| check | start | end | slack [ns] |
|---|---|---|---|
| min reg2reg | web0_reg | web0_reg | 0.56 |
| min | web0_reg | web0_reg | 0.56 |
| max | internal_array[5] | dout0[0] | 0.14 |
| max reg2reg | addr0_reg[1] | internal_array[9] | 0.56 |
## final cells by class
type                            instances  area share (%)
Multi-Input combinational cell         64            31.9
Sequential cell                        26            50.8
Tap cell                               48            4.15
Clock buffer                            4            3.11
Timing Repair Buffer                   17            10.0
## per-stage QoR
| step | cell area [sq um] | cells |
|---|---|---|
| 6_report | 1450 | 159 |
| 5_1_grt | 1450 | 159 |
| 4_1_cts | 1450 | 159 |
| 3_5_place_dp | 1420 | 155 |
| 3_3_place_gp | 1420 | 155 |
| 2_1_floorplan | 1220 | 93 |
## kinds of logic (layout without fill, tap and decap cells)
logic type | Yosys count | in the layout | synth area share (%)
multiplexers | 11 | 11 | 14.8
AND-OR/OR-AND | 17 | 17 | 10.6
AND/OR/NAND/NOR | 36 | 36 | 13.7
flip-flops | 26 | 26 | 59.9
buffers and inverters | 3 | 21 | 1.03
## placed cells by master (no fill, tap or decap)
cell,n
nand3_1,2
a211o_1,1
nor2_1,18
clkdlybuf4s50_1,8
mux2i_1,3
edfxtp_1,21
o21bai_1,4
and3_1,1
a21o_1,12
nor2b_1,3
and2_1,1
clkbuf_8,3
dfxtp_1,4
clkbuf_1,1
buf_4,8
nand3b_1,1
nand2b_1,2
clkbuf_2,1
nand2_1,5
nor4_1,1
mux4_2,4
dfxtp_4,1
mux2_2,4
nor4b_1,1
nor3_1,1
## worst max-delay path, stage by stage (launching register included)
cell and delay (ns):
edfxtp_1 0.42, mux4_2 0.46, mux2i_1 0.13, mux2i_1 0.08, clkbuf_2 0.09
## per-layer routing
metal	global-route usage (%)	wire [um]	vias up
met4	1.09	9	0
met1	21.1	1110	376
met2	19.9	1130	23
met3	2.10	132	2
met5	0	0	-
li1	-	-	383
## timing repair
| item | 4_1_cts | 5_1_grt |
|---|---|---|
| resized | 8 | 1 |
| cloned | 0 | 0 |
| hold buffers | 0 | 0 |
| endpoints found under the setup margin | 1 | 1 |
| endpoints found under the hold margin | 0 | 0 |
Power figures rest on the tool's default switching activity, not on a simulated workload.
