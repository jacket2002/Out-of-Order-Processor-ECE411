File: design.v
interface mem_itf_w_mask #(
    parameter               CHANNELS = 1,
    parameter               DWIDTH = 32,
    parameter               MWIDTH = DWIDTH / 8
)(
    input   bit             clk,
    input   bit             rst
);
    logic   [31:0]          addr    [CHANNELS];
    logic   [MWIDTH-1:0]    rmask   [CHANNELS];
    logic   [MWIDTH-1:0]    wmask   [CHANNELS];
    logic   [DWIDTH-1:0]    rdata   [CHANNELS];
    logic   [DWIDTH-1:0]    wdata   [CHANNELS];
    logic                   resp    [CHANNELS];
    bit                     error = 1'b0;
    modport dut (
        input               clk,
        input               rst,
        output              addr,
        output              rmask,
        output              wmask,
        input               rdata,
        output              wdata,
        input               resp
    );
    modport mem (
        input               clk,
        input               rst,
        input               addr,
        input               rmask,
        input               wmask,
        output              rdata,
        input               wdata,
        output              resp,
        output              error
    );
    modport mon (
        input               clk,
        input               rst,
        input               addr,
        input               rmask,
        input               wmask,
        input               rdata,
        input               wdata,
        input               resp,
        output              error
    );
endinterface
interface mem_itf_wo_mask #(
    parameter               CHANNELS = 1,
    parameter               DWIDTH = 32
)(
    input   bit             clk,
    input   bit             rst
);
    logic   [31:0]          addr    [CHANNELS];
    logic                   read    [CHANNELS];
    logic                   write   [CHANNELS];
    logic   [DWIDTH-1:0]    rdata   [CHANNELS];
    logic   [DWIDTH-1:0]    wdata   [CHANNELS];
    logic                   resp    [CHANNELS];
    bit                     error = 1'b0;
    modport dut (
        input               clk,
        input               rst,
        output              addr,
        output              read,
        output              write,
        input               rdata,
        output              wdata,
        input               resp
    );
    modport mem (
        input               clk,
        input               rst,
        input               addr,
        input               read,
        input               write,
        output              rdata,
        input               wdata,
        output              resp,
        output              error
    );
    modport mon (
        input               clk,
        input               rst,
        input               addr,
        input               read,
        input               write,
        input               rdata,
        input               wdata,
        input               resp,
        output              error
    );
endinterface
interface mem_itf_banked(
    input   bit             clk,
    input   bit             rst
);
    logic   [31:0]          addr;
    logic                   read;
    logic                   write;
    logic   [63:0]          wdata;
    logic                   ready;
    logic   [31:0]          raddr;
    logic   [63:0]          rdata;
    logic                   rvalid;
    bit                     error = 1'b0;
    modport dut (
        input               clk,
        input               rst,
        output              addr,
        output              read,
        output              write,
        output              wdata,
        input               ready,
        input               raddr,
        input               rdata,
        input               rvalid
    );
    modport mem (
        input               clk,
        input               rst,
        input               addr,
        input               read,
        input               write,
        input               wdata,
        output              ready,
        output              rdata,
        output              raddr,
        output              rvalid,
        output              error
    );
    modport mon (
        input               clk,
        input               rst,
        input               addr,
        input               read,
        input               write,
        input               wdata,
        input               ready,
        input               rdata,
        input               raddr,
        input               rvalid,
        input               error
    );
endinterface
interface mon_itf#(
            parameter       CHANNELS = 1
)(
    input   bit             clk,
    input   bit             rst
);
            logic           valid     [CHANNELS];
            logic   [63:0]  order     [CHANNELS];
            logic   [31:0]  inst      [CHANNELS];
            logic           halt      [CHANNELS];
            logic   [4:0]   rs1_addr  [CHANNELS];
            logic   [4:0]   rs2_addr  [CHANNELS];
            logic   [31:0]  rs1_rdata [CHANNELS];
            logic   [31:0]  rs2_rdata [CHANNELS];
            logic   [4:0]   rd_addr   [CHANNELS];
            logic   [31:0]  rd_wdata  [CHANNELS];
            logic   [4:0]   frd_addr  [CHANNELS];
            logic   [31:0]  frd_wdata [CHANNELS];
            logic   [31:0]  pc_rdata  [CHANNELS];
            logic   [31:0]  pc_wdata  [CHANNELS];
            logic   [31:0]  mem_addr  [CHANNELS];
            logic   [3:0]   mem_rmask [CHANNELS];
            logic   [3:0]   mem_wmask [CHANNELS];
            logic   [31:0]  mem_rdata [CHANNELS];
            logic   [31:0]  mem_wdata [CHANNELS];
            bit             error = 1'b0;
endinterface
module pattern_hist_table #(
            parameter               S_INDEX     = 4,
            parameter               WIDTH       = 2
)(
    input   logic                   clk0,
    input   logic                   rst0,
    input   logic   [S_INDEX-1:0]   addr0,
    output  logic   [WIDTH-1:0]     dout0,
    input   logic                   web1,
    input   logic   [S_INDEX-1:0]   addr1,
    input   logic   [WIDTH-1:0]     din1
);
            localparam              NUM_SETS    = 2**S_INDEX;
            logic   [WIDTH-1:0]     internal_array [NUM_SETS];
    always_ff @(posedge clk0) begin
        if (rst0) begin
            for (int i = 0; i < NUM_SETS; i++) begin
                internal_array[i] <= '0;
            end
        end else begin
            if (!web1) begin
                internal_array[addr1] <= din1;
            end
        end
    end
    always_comb begin
        dout0 = (!web1 && (addr0 == addr1)) ? din1 : internal_array[addr0];
    end
endmodule : pattern_hist_table
File: run.sh
#!/bin/bash
# OpenROAD 26Q1-2900-gdf79404cd8, Yosys 0.63+post, stock flow scripts
make -C /OpenROAD-flow-scripts/flow DESIGN_CONFIG=/design/flow/config.mk WORK_HOME=/design/flow/orfs finish
File: config.mk
export PLATFORM = sky130hd
export DESIGN_NAME = pattern_hist_table
export DESIGN_NICKNAME = pattern_hist_table
export VERILOG_FILES = /design/flow/design.v
export SDC_FILE = /design/flow/constraint.sdc
export NUM_CORES = 4
export LEC_CHECK = 1
export CORE_AREA = 10 10 110 110
export DIE_AREA = 0 0 120 120
File: constraint.sdc
current_design pattern_hist_table

set clk_period 2.4
set clk_io_pct 0.2

create_clock -name clk0 -period $clk_period [get_ports {clk0}]

set non_clock_inputs [all_inputs -no_clocks]
set_input_delay [expr $clk_period * $clk_io_pct] -clock clk0 $non_clock_inputs
set_output_delay [expr $clk_period * $clk_io_pct] -clock clk0 [all_outputs]
==> impl_metrics.csv <==
group,metric,value,unit
hold_path,hold_end,"internal_array[0][0]",
clocking,clk_pin_slew,0.06,ns
final_timing,period_needed,2.26,ns
clocking,h-tree-depth,2,
worst_setup_path,crit_type,"primary input to output port",
worst_setup_path,required,1.92,ns
routing,drt_iter0_markers,55,
logic_synthesis,syn_avg_cell_area,13.0,um^2
routing,viasPerCell,3.73,
routing,drtPass1Iterations,4,
routing,vias,1092,
worst_setup_path,worstPathMaxFanout,4,
logic_synthesis,synth_cell_types,22,
routing,remaining_drc_errors,0,
global_routing,overflow,0,
final_timing,fmax,0.442,GHz
logic_synthesis,ys_sh_simple,0.240,
logic_synthesis,synthAoiAreaFrac,0.00427,
logic_synthesis,ys_area,1760,um^2
routing,wl,3790,um
logic_synthesis,ys_cells,135,
placed_design,dp_hpwl,2720,um
routing,wire_per_inst,12.9,um
floorplan,num_io_pins,15,
placed_design,port_buffers,14,
global_routing,grt_use_total,0.0540,
logic_synthesis,adder_share,0,
logic_synthesis,postSynth.asyncResetShare,0,
hold_path,hp-class,"primary input to flop",
clocking,cts.sinks,32,
hold_path,min_from,"addr1[1]",
power,vdd_drop_max,0.173,mV
clocking,cts_tree,"done",
final_timing,hold_violations,0,
run_status,status,"complete, no violations",
cells_and_area,layout_top_cell,"edfxtp_1",
power,p_per_area,546,nW/um^2
power,power,0.00120,W
final_timing,setup_ws,0.137,ns
final_timing,slew_headroom,0.744,
final_timing,drv_slew,0,
global_routing,antenna_found_initial,0,
logic_synthesis,synth-edff-count,32,
logic_synthesis,top_logic_kind,"simple AND/OR/NAND/NOR gates",
cells_and_area,drive_above_1_share,0.275,
logic_synthesis,synth_cells,135,
floorplan,coreArea,9770,um^2
final_timing,fin_setup_tns,0,ns
floorplan,initCoreUtil,0.180,
routing,diodes,0,
hold_path,hold-path-cell-count,3,
cells_and_area,layout_top_cells,"edfxtp_1, and2_1, nor2_1, or2_2, mux4_2",
global_routing,grt_max_degree,18,
global_routing,grt_pass1_wl,6190,um
worst_setup_path,cp-start-kind,"primary input",
worst_setup_path,crit_start,"addr0[0]",
cells_and_area,fill_cells,1033,
logic_synthesis,ff_type,"edfxtp_1",
cells_and_area,area_growth,25.4,%
clocking,cts_hold_buf,0,
placed_design,place_ws,-0.701,ns
floorplan,num_rows,36,
final_timing,setup_viol_count_final,0,
cells_and_area,largest_register_ffs,32,
logic_synthesis,mux_area_frac,0.167,
worst_setup_path,worstSetupEndpointType,"output port",
cells_and_area,regMostFlops,"internal_array",
clocking,cts_max_path_buffers,2,
logic_synthesis,synthXorXnorAreaFrac,0.0199,
final_timing,fin_crit_sh,0.943,
clocking,cts_root_buf,"clkbuf_8",
floorplan,die.size.x,120,um
placed_design,gp_congestion,0.852,
logic_synthesis,ys_warn_count,1,
floorplan,die_height,120,um
run,maxCapViolCount,0,
power,p_leak,0.798,nW
cells_and_area,largestRegisters,"internal_array x32",
final_timing,worstMarginPinSlew,0.380,ns
logic_synthesis,ys.flops,32,
global_routing,grt_pass1_vias,1150,
logic_synthesis,ys_seq_frac,0.547,
final_timing,rsz0062_at_grt,"no",
logic_synthesis,netlist_area,1760,um^2
routing,antenna_left,0,
worst_setup_path,crit_arrival,1.78,ns
clocking,numCtsBuffers,5,
run,warnings,25,
floorplan,die_area,14400,um^2
==> cell usage after synthesis (2+ instances only) <==
cell,instances,share of area
nand3b_1,2,0.0085
clkbuf_1,5,0.011
edfxtp_1,32,0.55
and2_1,30,0.11
nor2_1,15,0.032
and3_1,2,0.0071
nand2b_1,2,0.0071
or2_2,15,0.053
nor3_1,3,0.0085
mux2_2,2,0.013
mux2i_1,6,0.034
mux4_1,8,0.12
xnor2_1,3,0.015
buf_2,2,0.0057
==> per-stage QoR <==
stage	area (um^2)	instances	hold slack, ns	utilization
after CTS	2210	293	0.968	0.226
after global placement	2120	283	1.43	0.217
after detailed placement	2120	283	1.43	0.217
final	2200	293	0.973	0.226
after global routing	2200	293	1.02	0.226
after floorplan	1760	135	0.678	-
==> worst max-delay path by stage <==
| stage | slack (ns) | endpoint | cells after the start |
|---|---|---|---|
| 6_report | 0.14 | dout0[1] | 7 |
| 5_1_grt | 0.06 | dout0[1] | 7 |
| 4_1_cts | 0.002 | dout0[0] | 7 |
==> critical path, cell delays in order <==
cell      delay (ns)
buf_8           0.09
buf_16          0.11
mux4_2          0.49
mux2i_1         0.16
mux2i_1         0.09
mux2_4          0.26
clkbuf_2        0.10
==> cell families after synthesis <==
logic type,count (synthesis)
buffers and inverters,8
muxes,16
DFF,32
and+or+nand+nor,74
xor gates and xnor gates,4
AOI/OAI and AO/OA,1
==> final cells by class <==
cell class,count,area (um^2),share of cell area
Timing Repair Buffer,25,263,0.119
Sequential cell,32,961,0.436
Multi-Input combinational cell,95,734,0.333
Clock inverter,1,3.75,0.00170
Tap cell,133,166,0.0755
Clock buffer,7,76.3,0.0346
==> report_power, final <==
part / internal, W / leakage [nW] / total, W / switching, W
clock: 0.000201 / 0.0399 / 0.000379 / 0.000178
sequential: 0.000647 / 0.305 / 0.000659 / 0.0000122
combinational: 0.0000942 / 0.453 / 0.000166 / 0.0000719
==> per-layer routing <==
layer  wire length, um  part of all wire  global-route usage
met5                 0                 0                   0
met2              1650              0.44              0.0808
met1              1760              0.46              0.0727
met4                95             0.025              0.0113
met3               284             0.075              0.0224
==> repair_timing <==
| action | CTS | global route |
|---|---|---|
| buffers inserted | 0 | 0 |
| gates cloned | 2 | 0 |
| setup endpoints to repair | 2 | 2 |
| pin swaps | 1 | 0 |
| gates resized | 32 | 3 |
Power figures rest on the tool's default switching activity, not on a simulated workload.
